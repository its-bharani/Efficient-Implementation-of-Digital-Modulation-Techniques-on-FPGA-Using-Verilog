## ./run.sh

```bash
#!/bin/bash
# OpenROAD 26Q1-2900-gdf79404cd8, Yosys 0.63+post, stock flow scripts
make -C /OpenROAD-flow-scripts/flow DESIGN_CONFIG=/design/flow/config.mk WORK_HOME=/design/flow/orfs finish
```

## ./config.mk

```make
export PLATFORM = sky130hd
export DESIGN_NAME = TopModule
export DESIGN_NICKNAME = TopModule
export VERILOG_FILES = /design/flow/design.v
export SDC_FILE = /design/flow/constraint.sdc
export NUM_CORES = 4
export LEC_CHECK = 1
export CORE_UTILIZATION = 50
```

## ./constraint.sdc

```tcl
current_design TopModule

set clk_period 1.0
set clk_io_pct 0.2

create_clock -name clk0 -period $clk_period [get_ports {clk}]
create_clock -name clk1 -period $clk_period [get_ports {clk2}]

set non_clock_inputs [all_inputs -no_clocks]
set_input_delay [expr $clk_period * $clk_io_pct] -clock clk0 $non_clock_inputs
set_output_delay [expr $clk_period * $clk_io_pct] -clock clk0 [all_outputs]
```

## ./design.v

```verilog
`timescale 1ns/1ps
module sine_wave(Clk,data_out);
    input Clk;
    output [7:0] data_out;
    reg [7:0] sine [0:29];
    integer i;  
    reg [7:0] data_out; 
    initial begin
        i = 0;
        sine[0] = 0;
        sine[1] = 16;
        sine[2] = 31;
        sine[3] = 45;
        sine[4] = 58;
        sine[5] = 67;
        sine[6] = 74;
        sine[7] = 77;
        sine[8] = 77;
        sine[9] = 74;
        sine[10] = 67;
        sine[11] = 58;
        sine[12] = 45;
        sine[13] = 31;
        sine[14] = 16;
        sine[15] = 0;
        sine[16] = -16;
        sine[17] = -31;
        sine[18] = -45;
        sine[19] = -58;
        sine[20] = -67;
        sine[21] = -74;
        sine[22] = -77;
        sine[23] = -77;
        sine[24] = -74;
        sine[25] = -67;
        sine[26] = -58;
        sine[27] = -45;
        sine[28] = -31;
        sine[29] = -16;
    end
    always@ (posedge Clk)
    begin
        data_out = sine[i];
        i = i+ 1;
        if(i == 30)
            i = 0;
    end
endmodule
module Multiplexer(
    input [7:0] in0,   
    input [7:0] in1,   
    input sel,         
    output reg [7:0] out
);
    always @(*) begin
        if (sel)
            out = in1;   
        else
            out = 8'b0;   
    end
endmodule
module PISO (
    input clk,                
    input reset,              
    input load,               
    input [7:0] parallel_in,  
    output reg serial_out     
);
    reg [7:0] shift_reg;  
    always @(posedge clk or posedge reset) begin
        if (reset) begin
            shift_reg <= 8'b0;
            serial_out <= 1'b0;
        end else if (load) begin
            shift_reg <= parallel_in;
        end else begin
            serial_out <= shift_reg[0];
            shift_reg <= shift_reg >> 1;
        end
    end
endmodule
module TopModule(
    input clk,
    input clk2,            
    input reset,             
    input [7:0] parallel_in,  
    input load,              
    output [7:0] mux_out,
    inout piso_out,
    inout [7:0] data_out
);
    sine_wave sineGen (
        .Clk(clk2),
        .data_out(data_out)
    );
    PISO piso (
        .clk(clk),
        .reset(reset),
        .load(load),
        .parallel_in(parallel_in),
        .serial_out(piso_out)
    );
    Multiplexer mux (
        .in0(8'b0),          
        .in1(data_out),     
        .sel(piso_out),      
        .out(mux_out)
    );
endmodule
```

==> notes.md <==
yosys + openroad results -> Top cells by area=dfxtp_1 (29%), dfrtp_1 (8.1%), xnor2_1 (5.4%), Last stage=4_1_cts, # IOs=29, post-CTS sizing=112, cell count listed in synth_stat.txt=315, yosys stat area=2770 µm², pre-CTS WS=-1.44 ns, Yosys reg bits=49, Die Ht=76.4 µm, Port Buffers=18, Synth Instances=315, setup bufs post-CTS=29, Netlist cell types=51, # rows=26, Largest type area fraction=29.0%, stop err=[error] [KeplerFormal.cpp:679] Workflow failed: Iso has multiple drivers: .data_out0, data_out[0]$_DFF_P_.Q0, EDFF count, synth=0, Die X=76.4 µm, Synth Flop Type=dfxtp_1, Yosys top cell by area=dfxtp_1, Hold-fix buffers, CTS=0, status=stopped before the end, Mapped Area=2770 µm², CTS Sinks=49, sequential area share after synthesis=37.1%, HPWL after DPL=4760 µm, Final Wtd Congestion=0.887, Yosys top cell by instances=dfxtp_1, top cells by count, synth=dfxtp_1 (40), nand2_1 (30), nor2_1 (27), xnor2_1 (17), yosys warning tally=3, FP Util=53.1%, synthesized area per cell=8.78 µm², Synth async-reset ratio=18.4%
[metrics by stage]
step	cells	setup TNS, ns	hold slack (ns)	power (mW)	cell area (µm²)
2_1_floorplan	315	-19.85	0.0279	2.10	2950
3_3_place_gp	472	-29.74	0.458	2.21	3750
3_5_place_dp	472	-30.14	0.466	2.22	3750
[logic make-up after synthesis]
logic type	Yosys count	synth area share (%)
xor gates and xnor gates	33	10.5
and+or+nand+nor	134	26.7
muxes	18	6.92
DFF	49	37.1
AOI/OAI and AO/OA	44	10.7
adders and majority gates	8	3.62
buffers and inverters	29	4.43
Power and IR drop assume default switching activity.
